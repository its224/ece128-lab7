==> design/flow/design.v <==
`timescale 1ns / 1ps
module tff(input clk, input rstn, input t, output reg q, output reg [2:0] count);
    always @(posedge clk) begin
        if(t && !rstn)
            q <= ~q;
        else if(rstn)
            q <= 0;
        else 
            q <= q;
        if(rstn)
            count <= 3'b0;
        else 
            count <= count + 1'b1;
    end
endmodule
==> design/flow/run.sh <==
#!/bin/bash
# OpenROAD 26Q1-2900-gdf79404cd8, Yosys 0.63+post, stock flow scripts
make -C /OpenROAD-flow-scripts/flow DESIGN_CONFIG=/design/flow/config.mk WORK_HOME=/design/flow/orfs finish
==> design/flow/config.mk <==
export PLATFORM = sky130hd
export DESIGN_NAME = tff
export DESIGN_NICKNAME = tff
export VERILOG_FILES = /design/flow/design.v
export SDC_FILE = /design/flow/constraint.sdc
export NUM_CORES = 4
export LEC_CHECK = 1
export CORE_AREA = 10 10 70 70
export DIE_AREA = 0 0 80 80
==> design/flow/constraint.sdc <==
current_design tff

set clk_period 1.0
set clk_io_pct 0.2

create_clock -name clk0 -period $clk_period [get_ports {clk}]

set non_clock_inputs [all_inputs -no_clocks]
set_input_delay [expr $clk_period * $clk_io_pct] -clock clk0 $non_clock_inputs
set_output_delay [expr $clk_period * $clk_io_pct] -clock clk0 [all_outputs]
==> reports/qor.csv <==
stage,metric,value,unit
critical_path,worstPathMaxFanout,2,
drt,vias_per_cell,1.905,
timing,slew_violations,0,
drt,wl_per_cell,6.473,µm
clock_tree,cts-root-buf,clkbuf_4,
yosys,syn_area_per_cell,13.08,µm²
final_layout,design_area,334.1,µm²
place,dp_cells,67,
final_layout,fillers,406,
global_route,grt_pass1_wl,779,µm
floorplan,rows,21,
global_route,grt_max_degree,4,
critical_path,startpoint_type,flop,
global_route,grt_use_total,1.785,%
final_layout,finalNonFillerCells,74,
clock_tree,clkLatencyLatePin,0.25,ns
yosys,syn_inst,11,
floorplan,die_h,80,µm
critical_path,cp_data_required_time,0.80,ns
yosys,ys_seq_share,62.61,%
status,status,finished clean,
drt,routed_wl,479,µm
global_route,grt_pass1_vias,165,
drt,drc,0,
yosys,yosys.area.top_type,dfxtp_1,
drt,drt_pass1_iterations,2,
timing,fmax,1.048,GHz
drt,met2_length,125,µm
timing,finalHoldViolations,0,
yosys,top_cell_area_share,41.74,%
critical_path,worstPathCellList,clkdlybuf4s15_1,
final_layout,regArea,93.84,µm²
global_route,antenna_found_initial,0,
yosys,ys_ff,4,
drt,drt_first_iter_violations,7,
global_route,grt_overflow,0,
yosys,synth_area,143.9,µm²
flow_run,tool_warnings,25,
place,io_buffer_count,6,
yosys,ys_cells,11,
floorplan,io_pins,7,
flow_run,max_cap_viol_count,0,
timing,fin_crit,0.9544,ns
yosys,synth.distinct_cells,8,
timing,setup_viol,0,
critical_path,end_kind,primary output,
clock_tree,cts_max_level,1,
yosys,yosys_warnings,1,
timing,hold_ws,0.5034,ns
power_and_ir_drop,leakage,0.0001305,µW
final_layout,drive_above_1_share,51.85,%
floorplan,fp-utilization,4.212,%
floorplan,die_x,80,µm
clock_tree,clkSinkCount,4,
floorplan,chipArea,6400,µm²
drt,ant_nets,0,
drt,drt-met1-wl,137,µm
timing,clock_skew,0.01186,ns
drt,routed-wl-met3,204,µm
critical_path,worstSetupPathType,reg2out,
critical_path,critPathBufInv,1,
yosys,ys_chip_area,143.9,µm²
power_and_ir_drop,p_total,488.6,µW
clock_tree,clockBufferDepth,2,
clock_tree,cts_tree,yes,
drt,vias,141,
floorplan,coreArea,3416,µm²
timing,period_used_share,95.44,%
critical_path,critical-path-slowest-cell,dfxtp_2,
critical_path,cpPeakStageDelay,0.32,ns
place,gp_congestion,0.7064,
power_and_ir_drop,ir_worst_vdd,0.1940,mV
final_layout,areaGrowthSynthToFinish,132.2,%
min_path,hp-class,reg2reg,
timing,rsz0062_at_grt,no,
critical_path,crit_family,flip-flops,
final_layout,comb_area,53.80,µm²
power_and_ir_drop,power_density,1463,nW/µm²
timing,worst_pin_slew,0.1254,ns
timing,final.setup.tns,0,ns
yosys,synthTopCellsByArea,"dfxtp_1, edfxtp_1, ha_1",
clock_tree,numCtsBuffers,3,
clock_tree,hold_buffers,0,
critical_path,worst_ep_arrival_time,0.75,ns
clock_tree,clk_pin_slew_worst_paths,0.03,ns
place,placed_area,291.5,µm²
drt,top_layer,met4,
timing,slew_headroom,91.58,%
final cells by class:
cell class | instances | share of cell area, %
clock buffer | 4 | 7.865
multi-input combinational | 7 | 16.10
timing repair buffer | 12 | 29.96
antenna | 1 | 0.7491
sequential | 4 | 28.09
tap | 46 | 17.23
routing by layer:
layer  up-vias  global-route usage [%]
li1         69                       -
met1        60                   1.201
met2        10                   1.766
met3         2                   3.864
met4         0                  0.5282
met5         -                       0
per-stage QoR:
step / worst slack (ns) / utilization, %
3_3_place_gp: -0.1059 / 8.535
6_report: 0.04559 / 9.780
4_1_cts: 0.002563 / 9.634
2_1_floorplan: 0.2146 / -
5_1_grt: 0.006921 / 9.707
3_5_place_dp: -0.1265 / 8.535
sequential cells by signal (all words and copies together), names as in the netlist:
name,cells
count,3
q,1
worst paths after layout:
kind                            startpoint  endpoint  slack (ns)  cells past startpoint
worst max-delay path              count[1]  count[1]        0.05                      1
worst min-delay path              count[0]  count[0]        0.50                      2
worst max register to register    count[0]  count[1]        0.06                      3
worst min register to register    count[0]  count[0]        0.50                      2
timing repair:
action,in CTS,in global routing
setup endpoints to repair,4,3
pin swaps,0,1
setup buffers,2,0
hold endpoints to repair,0,0
gates resized,10,2
where the power goes:
group	total (µW)	internal [µW]	switching (µW)
Sequential	190	183	7.22
Combinational	69.5	49.8	19.7
Clock	229	151	78.9
layout by cell type, fill, tap and decap left out, types with 2 or more instances in the layout:
master / n
buf_4: 6
clkdlybuf4s15_1: 3
dfxtp_2: 3
nor2_1: 2
clkbuf_4: 3
clkdlybuf4s50_1: 2
worst min-delay path, stage by stage (launching register included):
cell and delay (ns):
dfxtp_2 0.32, buf_4 0.11, nor2_1 0.04
synth_stat cells, drive strengths merged:
| library cell | count |
|---|---|
| dfxtp | 3 |
| edfxtp | 1 |
| ha | 1 |
| nor2 | 2 |
| nor2b | 1 |
| nor3b | 1 |
| or2 | 1 |
| xnor2 | 1 |
cells by family (layout without fill, tap and decap cells):
group	after synthesis	in the layout	share of synthesized area, %
and+or+nand+nor	5	5	22.61
DFF	4	4	62.61
adders and majority gates	1	1	8.694
xor gates and xnor gates	1	1	6.088
other	0	1	0
buffers and inverters	0	16	0
No activity file was given, so power comes from the tool's default toggle rates.
